==> config.mk <==
export PLATFORM = sky130hd
export DESIGN_NAME = lab5
export DESIGN_NICKNAME = lab5
export VERILOG_FILES = /design/flow/design.v
export SDC_FILE = /design/flow/constraint.sdc
export NUM_CORES = 4
export LEC_CHECK = 1
export CORE_UTILIZATION = 40
==> constraint.sdc <==
current_design lab5

set clk_period 5.3
set clk_io_pct 0.2

create_clock -name clk0 -period $clk_period [get_ports {clk}]

set non_clock_inputs [all_inputs -no_clocks]
set_input_delay [expr $clk_period * $clk_io_pct] -clock clk0 $non_clock_inputs
set_output_delay [expr $clk_period * $clk_io_pct] -clock clk0 [all_outputs]
==> design.v <==
module lab5(clk, rst_n, btn_c, seg7, seg7_sel);
input clk;
input rst_n;
input btn_c;
output reg seg7;
output reg seg7_sel;
reg [20:0] count;
wire d_clk;
reg press_flag;
wire btn_c_pluse;
reg [7:0] press_count;
reg [7:0] seg7_temp [0:3];
reg [1:0] seg7_count;
always@(posedge clk or negedge rst_n)
	begin
		if(!rst_n)
			count <= 0;
		else
			begin
				if(count >= 140000)
					count <= 0;
				else
					count <= count + 1;
			end
	end
assign d_clk = count >= 140000 ? 1 : 0;
always@(posedge clk or negedge rst_n)
	begin
		if(!rst_n)
			press_flag <= 0;
		else
			press_flag <= btn_c;
	end
assign btn_c_pluse = {btn_c , press_flag} == 2'b10 ? 1 : 0;
always@(posedge clk or negedge rst_n)
	begin
		if(!rst_n)
			press_count <= 0;
		else
			begin
				if(btn_c_pluse)
					press_count <= press_count + 1;
				else
					press_count <= press_count;
			end
	end
always@(posedge clk or negedge rst_n)
	begin
		if(!rst_n)
			begin
				seg7_temp[0] <= 0;
				seg7_temp[1] <= 0;
				seg7_temp[2] <= 0;
				seg7_temp[3] <= 0;
			end
		else
			begin
				seg7_temp[3] <= press_count / 1000;
				seg7_temp[2] <= (press_count % 1000) / 100;
				seg7_temp[1] <= (press_count % 100) / 10;
				seg7_temp[0] <= press_count % 10;
			end
	end
always @(posedge d_clk or negedge rst_n)
	begin
		if(!rst_n)
			seg7_count <= 0;
		else
			seg7_count <= seg7_count + 1;
	end
always @(posedge d_clk or negedge rst_n)
		begin
			if(!rst_n)
				begin
					seg7_sel <= 4'b1111;
					seg7 <= 8'b0011_1111;
				end
			else 
				begin
					case(seg7_count)
						0:	seg7_sel <= 4'b0001;
						1:	seg7_sel <= 4'b0010;
						2:	seg7_sel <= 4'b0100;
						3:	seg7_sel <= 4'b1000;
					endcase
					case(seg7_temp[seg7_count])
					   10:seg7 <= 8'b0100_0000;
						0:seg7 <= 8'b0011_1111;
						1:seg7 <= 8'b0000_0110;
						2:seg7 <= 8'b0101_1011;
						3:seg7 <= 8'b0100_1111;
						4:seg7 <= 8'b0110_0110;
						5:seg7 <= 8'b0110_1101;
						6:seg7 <= 8'b0111_1101;
						7:seg7 <= 8'b0000_0111;
						8:seg7 <= 8'b0111_1111;
						9:seg7 <= 8'b0110_1111;
					endcase
				end
		end
endmodule
==> run.sh <==
#!/bin/bash
# OpenROAD 26Q1-2900-gdf79404cd8, Yosys 0.63+post, stock flow scripts
make -C /OpenROAD-flow-scripts/flow DESIGN_CONFIG=/design/flow/config.mk WORK_HOME=/design/flow/orfs finish
==> notes.md <==
run results: status finished clean, cts hold-fix bufs 0, vias 3214, number of global-route vias before repair 2970, IO buf count 4, number of enable flip-flop cells 0, Async S/R FF share, synth 100%, clock-pin transition on the worst setup and hold timing paths 80 ps, crit path launch type flip-flop, # IOs 5, RR Startpoint press_count[6], Setup Buffers After CTS 0, CTS Buf Count 5, Tightest Hold Check Type flip-flop to flip-flop, Max-Cap Viols 0, Setup CP Type flip-flop to flip-flop, Peak VDD IR 0.000337 V, CP max stage delay 430 ps, crit path DRT 5490 ps, post-DP HPWL 6.11 mm, endpoints left unconstrained 6, Die H 103 µm, synth unique cells 95, WL/cell 14.6 µm, first-pass detailed-route iteration total 5, initial antenna violation count 0, layout cell share with drive strength beyond 1 13.0%, final setup TNS 0 ps, yosys warning tally 2, Post-DRT Antenna Nets 0, Global Route Usage Sum 18.0%, Post-synth regs 52, Root Driver clkbuf_8, unrepaired setup endpoints after global routing false, crit path max fanout 11, Syn Inst Count 448, Late-Pin Clk Latency 300 ps, Commonest flop dfrtp_1, register pins left without a clock 4, fmax 0.242 GHz, GR Overflow Total 0, power per standard cell area 497 mW/mm², # resized after CTS 0, clk_skew 9.42 ps, antenna cells 0, DRC viols 0, Leak 1.77 nW, worst setup path startpoint press_count[6], vias per cell 5.55, H-tree levels 2, Die X 103 µm, Slew Limit Fails 0, cycle use final 78.0%, minimum clock period 4130 ps, DR iter-0 viols 131, hold_sp press_count[0], Final Setup Violations 0, Max clock buf depth 2, Setup crit end kind flip-flop, worst path arrival time 4320 ps, WHS 453 ps, Seq share, synth 32.2%, # Cells Yosys 448, Mapped Area 0.00405 mm², CP cell instances or2_1 -> ha_1 -> and2b_1 -> o32a_1 -> o2111a_1 -> maj3_2 -> a21oi_1 -> nand2_1 -> xnor2_1 -> ha_1 -> o21a_1 -> o221ai_1 -> a21oi_1 -> o22a_1 -> a211oi_1 -> a21o_1, FP Util 41.4%, drt total wl 8.44 mm, post-place setup slack 1210 ps, pin count of the biggest net entering global routing 53, Critical-path top delay cell ha_1, slew at the pin closest to its max-slew limit 906 ps, OpenROAD warnings 33, Yosys Chip Area 0.00405 mm², first-pass GRT wire length 14.7 mm, Area Overhead vs Synth 5.47%, CTS tree built, Final Hold Fails 0, Final Wtd Congestion 0.890, core footprint 0.00977 mm², Final Worst Setup Slack 1170 ps, Syn Area/Cell 9.04 µm², Slew headroom 39.1%, Core Rows 36, chip area 0.0105 mm²
-- per-layer routing --
layer  GRT usage, %  routed length, µm
met3           1.65                222
met4           2.75                136
met2           27.7               3820
met5              0                  0
met1           28.6               4260
-- cell type report --
cell class,count,area [µm²]
sequential,52,1300
multi-input combinational,359,2530
timing repair buffer,11,87.6
inverter,16,60.1
clock inverter,2,38.8
tap,133,166
clock buffer,6,82.6
fill,971,5500
-- path summary, 6_finish.rpt --
check                                       end  slack (ps)  depth (start not counted)
worst min register to register  seg7_temp[0][0]         450                          0
max in group asynchronous        press_count[1]        3990                          2
worst min-delay path            seg7_temp[0][0]         450                          0
min in group asynchronous             count[19]         860                          2
worst max-delay path            seg7_temp[0][5]        1170                         16
worst max register to register  seg7_temp[0][5]        1170                         16
-- cell families (layout without fill, tap and decap cells) --
logic type	Yosys count	in the layout	synth area share [%]
simple gates	174	174	23.5
fa+ha+maj	13	13	3.98
mux	5	5	1.70
compound gates	129	129	25.2
flops	52	52	32.2
buf+inv	40	35	5.56
xor+xnor	34	34	7.72
other cells	1	4	0.0926
-- stage by stage --
step	cells	area, µm²	power, W	util, %
6_report	579	4270	0.00212	43.7
3_3_place_gp	571	4150	0.00184	42.5
5_1_grt	579	4270	0.00233	43.7
2_1_floorplan	451	4060	0.00162	-
3_5_place_dp	571	4150	0.00185	42.5
4_1_cts	579	4270	0.00214	43.7
-- cell usage after synthesis (4+ instances only) --
cell,count,share of area (%)
dfrtp_1,48,30
nor2_1,46,4.3
nand2_1,36,3.3
a21oi_1,24,3.0
nand3_1,19,2.3
o21ai_0,17,2.1
xnor2_1,16,3.5
xor2_1,16,3.5
nor3_1,14,1.7
inv_1,13,1.2
ha_1,12,3.7
and3_1,7,1.1
clkbuf_1,7,0.65
nand2b_1,7,1.1
o21a_1,7,1.3
buf_2,6,0.74
buf_6,6,1.7
a211oi_1,5,0.93
nand4_1,5,0.77
o21ai_1,5,0.62
a211o_1,4,0.86
a21oi_2,4,0.86
a22oi_1,4,0.74
a31oi_1,4,0.62
nor2b_1,4,0.62
o22ai_1,4,0.62
o31ai_1,4,0.74
-- sequential cells by signal, indices dropped and copies added (netlist names) --
signal / flops
seg7_count: 2
seg7: 1
seg7_temp: 18
press_flag: 1
press_count: 8
seg7_sel: 1
count: 21
-- report_power, final --
part / switching [W] / total, W / internal [W] / leakage (nW)
registers: 0.0000630 / 0.000506 / 0.000443 / 0.670
logic: 0.000777 / 0.00134 / 0.000563 / 1.04
clock network: 0.000122 / 0.000277 / 0.000154 / 0.0614
-- critical path: cells and delay by family, from the launching register on --
kind | cells | cell delay (ps)
and+or+nand+nor | 3 | 650
AOI/OAI and AO/OA | 9 | 1660
adders and majority gates | 3 | 1080
DFF | 1 | 380
xor gates and xnor gates | 1 | 250
-- layout by cell type, fill, tap and decap left out, drive strengths merged, types with 4 or more instances in the layout --
master  instances
a211o           5
a211oi          7
a21oi          28
a22oi           5
a31oi           4
and2            5
and3            8
buf             8
clkbuf          6
conb            4
dfrtp          48
ha             12
inv            16
nand2          39
nand2b          7
nand3          19
nand3b          4
nand4           5
nor2           47
nor2b           4
nor3           16
o21a            7
o21ai          22
o22ai           4
o31ai           5
o32ai           4
xnor2          18
xor2           16
Power is estimated from default activity; no workload was simulated.
